==> ./design.v <==
`timescale 1ns / 1ps
module TSC(
   input wire clk, reset,sel,en,
    output  [3:0] an,   
    output  [7:0] sseg  
   ); 
	wire [7:0] cw;
	wire [7:0] ccw;
	wire [7:0] cwsseg;
	wire [7:0] ccwsseg;
	clockwise cwise (.clk(clk),.reset(reset),.sseg(cwsseg),.an(cw),.en(en));
	cclockwise ccwise(.clk(clk),.reset(reset),.sseg(ccwsseg),.an(ccw),.en(en));
	directional_selector1 ds1(.sel(sel),.cw(cw),.ccw(ccw),.an(an));
	directional_selector2 ds2(.sel(sel),.cwsseg(cwsseg),.ccwsseg(ccwsseg),.sseg(sseg));
endmodule 
`timescale 1ns / 1ps
module cclockwise(
   input wire clk, reset,en,
    output reg [3:0] an,   
    output reg [7:0] sseg  
   );
   localparam N = 28;
   reg [N-1:0] q_reg;
   wire [N-1:0] q_next;
   always @(posedge clk, posedge reset)
      if (reset)
         q_reg <= 0;
      else if(en)
         q_reg <= q_next;
   assign q_next = q_reg + 1;
   always @*
      case (q_reg[N-1:N-3])
         3'b000:
            begin
               an =  4'b1110;
					sseg[7:0] = 8'b10011100; 
            end
         3'b001:
            begin
             an =  4'b1101;
             sseg[7:0] = 8'b10011100; 
            end
         3'b010:
            begin
               an =  4'b1011;
					sseg[7:0] = 8'b10011100; 
            end
				3'b011:
            begin
               an =  4'b0111;
					sseg[7:0] = 8'b10011100; 
            end
         3'b100:
            begin
               an =  4'b0111;
					sseg[7:0] = 8'b11100010; 
            end
         3'b101:
            begin
               an =  4'b1011;
					sseg[7:0] = 8'b11100010; 
            end
				3'b110:
            begin
               an =  4'b1101;
					sseg[7:0] = 8'b11100010; 
            end
         default:
            begin
               an =  4'b1110;
					sseg[7:0] = 8'b11100010; 
            end
       endcase
endmodule 
`timescale 1ns / 1ps
module directional_selector1(
			input wire [7:0] cw,
			input wire [7:0] ccw,
			input wire  sel,
			output wire [7:0] an
    );
		assign an = (sel)? cw: ccw;
endmodule 
`timescale 1ns / 1ps
module directional_selector2(
			input wire [7:0] cwsseg,
			input wire [7:0] ccwsseg,
			input wire  sel,
			output wire [7:0] sseg
    );
		assign sseg = (sel)? cwsseg: ccwsseg;
endmodule 
`timescale 1ns / 1ps
module clockwise(
   input wire clk, reset,en,
    output reg [3:0] an,   
    output reg [7:0] sseg  
   );
   localparam N = 28;
   reg [N-1:0] q_reg;
   wire [N-1:0] q_next;
   always @(posedge clk, posedge reset)
      if (reset)
         q_reg <= 0;
      else if(en)
         q_reg <= q_next;
   assign q_next = q_reg + 1;
   always @*
      case (q_reg[N-1:N-3])
         3'b000:
            begin
               an =  4'b0111;
					sseg[7:0] = 8'b10011100; 
            end
         3'b001:
            begin
             an =  4'b1011;
             sseg[7:0] = 8'b10011100; 
            end
         3'b010:
            begin
               an =  4'b1101;
					sseg[7:0] = 8'b10011100; 
            end
				3'b011:
            begin
               an =  4'b1110;
					sseg[7:0] = 8'b10011100; 
            end
         3'b100:
            begin
               an =  4'b1110;
					sseg[7:0] = 8'b11100010; 
            end
         3'b101:
            begin
               an =  4'b1101;
					sseg[7:0] = 8'b11100010; 
            end
				3'b110:
            begin
               an =  4'b1011;
					sseg[7:0] = 8'b11100010; 
            end
         default:
            begin
               an =  4'b0111;
					sseg[7:0] = 8'b11100010; 
            end
       endcase
endmodule 
==> ./run.sh <==
#!/bin/bash
# OpenROAD 26Q1-2900-gdf79404cd8, Yosys 0.63+post, stock flow scripts
make -C /OpenROAD-flow-scripts/flow DESIGN_CONFIG=/design/flow/config.mk WORK_HOME=/design/flow/orfs finish
==> ./config.mk <==
export PLATFORM = sky130hd
export DESIGN_NAME = TSC
export DESIGN_NICKNAME = TSC
export VERILOG_FILES = /design/flow/design.v
export SDC_FILE = /design/flow/constraint.sdc
export NUM_CORES = 4
export LEC_CHECK = 1
export CORE_UTILIZATION = 50
==> ./constraint.sdc <==
current_design TSC

set clk_period 3.3
set clk_io_pct 0.2

create_clock -name clk0 -period $clk_period [get_ports {clk}]

set non_clock_inputs [all_inputs -no_clocks]
set_input_delay [expr $clk_period * $clk_io_pct] -clock clk0 $non_clock_inputs
set_output_delay [expr $clk_period * $clk_io_pct] -clock clk0 [all_outputs]
==> impl_metrics.py <==
# Flow results
metrics = {
    "grt": {
        "grt_first_pass_wirelength_mm": 6.31,
        "globalRoute.totalOverflow": 0,
        "grt_antenna_before_repair": 0,
        "via_count_of_the_first_global_routing_pass": 1376,
        "groute.usage.overall_pct": 14.8,
        "grt_start_max_net_pins": 57,
    },
    "cts": {
        "clock_tree.root_cell": "sky130_fd_sc_hd__clkbuf_8",
        "clk_sink_count": 56,
        "cts_tree": "done",
        "cts_resized": 0,
        "post-cts-setup-buffer-count": 0,
        "cts.hold.buffers_added": 0,
        "cts_made_buffers": 5,
        "clk_pin_slew_worst_paths_ps": 90,
        "clock_insertion_delay_worst_skew_ps": 300,
        "max-clock-path-buffers": 2,
        "h_tree_levels": 2,
    },
    "cells_and_area": {
        "areaGrowthSynthToFinish_pct": 8.69,
        "drive_gt1_share_pct": 7.57,
        "fillers": 413,
    },
    "synthesis": {
        "ys_seq_share_pct": 51.5,
        "ys_seq_elements": 56,
        "synth.top_cell.area_share_pct": 51.5,
        "syn_avg_cell_area_um2": 11.2,
        "ys_warn_count": 5,
        "post_synth_instance_area_mm2": 0.00272,
        "ys_cells": 243,
        "synth_cell_types": 29,
        "syn_inst": 243,
        "ys_chip_area_mm2": 0.00272,
        "synth.area.top_cells": "sky130_fd_sc_hd__dfrtp_1, sky130_fd_sc_hd__xnor2_1, sky130_fd_sc_hd__nand3_1",
        "yosysTopAreaCell": "sky130_fd_sc_hd__dfrtp_1",
    },
    "placed_design": {
        "dp.final_hpwl_mm": 2.53,
        "portBuffers": 13,
        "finalWeightedCongestion": 0.763,
    },
    "die": {
        "width_of_the_die_um": 75.8,
        "floorplan_core_density_pct": 52.6,
        "dieArea_mm2": 0.00574,
        "floorplan.core_area_mm2": 0.00517,
        "std_cell_rows": 26,
        "pin_count": 16,
        "die_y_um": 75.8,
    },
    "critical_path": {
        "path_max_fanout": 8,
        "cp.arrival_ps": 2150,
        "worst_path_largest_cell_delay_ps": 620,
        "critPathRequiredTime_ps": 2640,
        "critical_path.endpoint_type": "primary output",
        "crit_chain": "clkdlybuf4s50_1 > mux2i_1 > inv_1 > clkdlybuf4s50_1",
        "rr_startpoint": "ccwise.q_reg[0]$_DFFE_PP0P_",
        "crit_type": "input port to primary output",
        "timing.critical_path.mode_cell": "sky130_fd_sc_hd__clkdlybuf4s50_1",
        "worstRegToRegCells": 5,
        "timing.reg2reg.setup_slack_ps": 1520,
        "worst_path_slowest_cell": "sky130_fd_sc_hd__clkdlybuf4s50_1",
        "critPathLaunchType": "input port",
        "worstReg2RegEnd": "ccwise.q_reg[26]$_DFFE_PP0P_",
    },
    "drt": {
        "antenna-diode-count": 0,
        "drt_first_pass_iters": 4,
        "route.antenna.remaining_nets": 0,
        "wirelength_met1_mm": 2.13,
        "met2_wirelength_mm": 1.53,
        "detailroute.wirelength.met3_um": 98,
        "violation_tally_from_detailed_route_iteration_zero": 100,
        "wirelength_mm": 3.82,
        "via_count": 1622,
        "remaining_drc_errors": 0,
        "avgRoutedWirePerCell_um": 11.9,
        "route.detailed.vias_per_inst": 5.05,
        "highest_layer": "met4",
    },
    "min_path": {
        "worstHoldPathCells": 1,
        "worstHoldEndpoint": "ccwise.q_reg[14]$_DFFE_PP0P_",
        "min_from": "ccwise.q_reg[14]$_DFFE_PP0P_",
        "timing.hold.worst.class": "flip-flop to flip-flop",
    },
    "timing": {
        "setup-violations-final": 0,
        "fmax_mhz": 356,
        "holdWs_ps": 470,
        "period_used_pct": 85.0,
        "final_hold_viol_count": 0,
        "report.final.slew_viol_count": 0,
        "period_minus_slack_ps": 2810,
        "skew_ps": 3.19,
        "max_slew_margin_pct": 54.7,
        "worst_slew_pin_slew_ps": 679,
        "grt_setup_unrepaired": "false",
        "totalNegativeSetupSlack_ps": 0,
    },
    "pwr": {
        "ir_drop_mv": 0.418,
        "powerDensity_mw_per_mm2": 482,
        "power.static_leakage_nw": 1.33,
    },
    "run": {
        "max_cap_viol_count": 0,
        "openroad.warnings": 25,
    },
    "outcome": {
        "run_status": "completed",
    },
}
## layout make-up
type | count | area (um2) | share of cell area (%)
clock buffer | 8 | 90.1 | 3.05
multi-input combinational | 167 | 1220 | 41.2
sequential | 56 | 1400 | 47.4
timing repair buffer | 14 | 138 | 4.66
tap | 70 | 87.6 | 2.96
inverter | 6 | 22.5 | 0.762
## per-stage QoR
step	cell area [um2]	cells	power, mW	worst slack (ps)	utilization (%)
2_1_floorplan	2720	243	1.02	1270	-
3_3_place_gp	2870	313	1.06	496	55.4
3_5_place_dp	2870	313	1.07	470	55.4
4_1_cts	2960	321	1.45	462	57.2
5_1_grt	2960	321	1.51	324	57.2
6_report	2960	321	1.43	494	57.2
## critical path, delay by kind of cell
family / cells / cell delay, ps
buffers and inverters: 3 / 1140
muxes: 1 / 340
## report_power, final
group | switching, mW | internal (mW)
sequential | 0.0870 | 0.771
clock | 0.206 | 0.172
combinational | 0.0953 | 0.0949
## worst max-delay path by stage
stage / startpoint / end / slack [ps] / depth (start not counted)
6_report: sel / sseg[1] / 490 / 4
5_1_grt: sel / sseg[5] / 320 / 4
4_1_cts: sel / sseg[1] / 460 / 4
## cell families after synthesis
group,synth area share [%]
flip-flops,51.5
multiplexers,2.71
XOR/XNOR,17.4
other,0.276
AND-OR/OR-AND,1.56
buffers and inverters,3.73
adder cells (fa/ha/maj),0.920
AND/OR/NAND/NOR,21.9
## synth_stat cells
master,count
sky130_fd_sc_hd__xor2_1,11
sky130_fd_sc_hd__mux2_2,3
sky130_fd_sc_hd__conb_1,2
sky130_fd_sc_hd__or2_2,1
sky130_fd_sc_hd__inv_1,6
sky130_fd_sc_hd__nand2_1,17
sky130_fd_sc_hd__dfrtp_1,56
sky130_fd_sc_hd__ha_1,2
sky130_fd_sc_hd__nand4_4,1
sky130_fd_sc_hd__nand4_2,1
sky130_fd_sc_hd__o21ai_0,3
sky130_fd_sc_hd__nand4_1,15
sky130_fd_sc_hd__nor4_1,3
sky130_fd_sc_hd__mux2i_1,4
sky130_fd_sc_hd__buf_4,7
sky130_fd_sc_hd__nor3_1,3
sky130_fd_sc_hd__o211ai_1,1
sky130_fd_sc_hd__and4_1,6
sky130_fd_sc_hd__and3_1,6
sky130_fd_sc_hd__or3_1,2
sky130_fd_sc_hd__nor4_4,4
sky130_fd_sc_hd__nand3_2,1
sky130_fd_sc_hd__nor2_1,7
sky130_fd_sc_hd__a21oi_1,4
sky130_fd_sc_hd__xnor2_1,43
sky130_fd_sc_hd__nand3_1,23
sky130_fd_sc_hd__and2_1,1
sky130_fd_sc_hd__clkbuf_1,7
sky130_fd_sc_hd__nand2b_1,3
## cell usage in the layout, fill, tap and decap left out, types with 5 or more instances in the layout
master                            instances
sky130_fd_sc_hd__clkbuf_8                 6
sky130_fd_sc_hd__clkdlybuf4s50_1         13
sky130_fd_sc_hd__dfrtp_1                 56
sky130_fd_sc_hd__xnor2_1                 43
sky130_fd_sc_hd__xor2_1                  11
sky130_fd_sc_hd__nand3_1                 23
sky130_fd_sc_hd__and3_1                   6
sky130_fd_sc_hd__nand4_1                 15
sky130_fd_sc_hd__nor2_1                   7
sky130_fd_sc_hd__nand2_1                 17
sky130_fd_sc_hd__inv_1                    5
sky130_fd_sc_hd__and4_1                   6
## metal layers
metal / up-vias / track usage (%)
li1: 843 / -
met1: 754 / 27.0
met2: 20 / 19.7
met3: 5 / 2.68
met4: 0 / 2.06
met5: - / 0
Power figures rest on the tool's default switching activity, not on a simulated workload.
